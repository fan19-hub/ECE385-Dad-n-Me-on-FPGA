==> design/flow/constraint.sdc <==
current_design ball

set clk_period 21.4
set clk_io_pct 0.2

create_clock -name clk0 -period $clk_period [get_ports {Clk}]
create_clock -name clk1 -period $clk_period [get_ports {frame_clk}]

set non_clock_inputs [all_inputs -no_clocks]
set_input_delay [expr $clk_period * $clk_io_pct] -clock clk0 $non_clock_inputs
set_output_delay [expr $clk_period * $clk_io_pct] -clock clk0 [all_outputs]
==> design/flow/design.v <==
module  ball ( input         Clk,                 
                             Reset,               
                             frame_clk,           
               input [9:0]   DrawX, DrawY,        
               input [7:0]   keycode,keycode_2,
					input [10:0]  Screen_X_Min,
					input [7:0]   state,
					input left,level,
               output logic  is_ball,
					output logic [10:0]  roll,
					output logic [15:0]  relative_address,					 
					output logic [10:0]  Ball_X_Pos,Ball_Y_Pos,
					output logic me_dead,r
					);
    parameter [10:0] Map_width = 11'd1000;
	 parameter [10:0] Screen_X_Center = 11'd320;   
    logic     [10:0] Screen_X_Max;      
    parameter [10:0] Screen_Y_Center = 11'd240;   
	 parameter [10:0] Screen_Y_Min = 11'd170;        
    parameter [10:0] Screen_Y_Max = 11'd479;      
    parameter [10:0] Ball_X_Step = 11'd5;       
    parameter [10:0] Ball_Y_Step = 11'd5;       
    parameter [10:0] Ball_X_Size = 11'd40;         
	 parameter [10:0] Ball_Y_Size = 11'd50;         
	 parameter [10:0] Attack_Width = 11'd100;
	 parameter [10:0] Attack_Height = 11'd100;
    parameter [10:0] zero = 11'd0;
    logic [10:0] Ball_X_Motion, Ball_Y_Motion;
    logic [10:0] Ball_X_Pos_in,  Ball_Y_Pos_in ;
	logic [6:0] me_blood_in,me_blood;
	logic[8:0] counter,inner_counter;
	assign r=(Ball_X_Motion!=11'b0);
	assign Screen_X_Max = Screen_X_Min + 11'd639;
    logic frame_clk_delayed, frame_clk_rising_edge;
    always_ff @ (posedge Clk) begin
        frame_clk_delayed <= frame_clk;
        frame_clk_rising_edge <= (frame_clk == 1'b1) && (frame_clk_delayed == 1'b0);
    end
    always_ff @ (posedge Clk)
    begin
        if (Reset)
        begin
            Ball_X_Pos <= 11'd100;
            Ball_Y_Pos <= 11'd230;
        end
        else
        begin
            Ball_X_Pos <= Ball_X_Pos_in;
            Ball_Y_Pos <= Ball_Y_Pos_in;
        end
    end
   logic[15:0] key;
	assign key={keycode_2,keycode};
	logic en;
	always_ff @ (posedge frame_clk)
		begin
		roll =Ball_X_Motion;
		if(Ball_X_Pos_in<11'd320 || Ball_X_Pos_in>(Map_width-11'd320))
			roll =11'b0;
		end
always_ff @ (posedge frame_clk)
		begin	
				if( Ball_Y_Pos + Ball_Y_Size >= Screen_Y_Max&&((keycode===8'h16)||(keycode_2===8'h16)))   
				begin
                Ball_Y_Motion = 11'd0;   
					 Ball_X_Motion = 11'd0;
				end
            else if ( Ball_Y_Pos <= Screen_Y_Min + Ball_Y_Size &&((keycode===8'h1a)||(keycode_2===8'h1a)))   
				begin
                Ball_Y_Motion = 11'd0;
					 Ball_X_Motion = 11'd0;
				end
            else if( Ball_X_Pos + Ball_X_Size >= Screen_X_Max&&((keycode===8'h07)||(keycode_2===8'h07)))   
				begin
            	Ball_X_Motion = 11'd0; 
					 Ball_Y_Motion = 11'd0;
				end
            else if ( Ball_X_Pos <= Screen_X_Min +  Ball_X_Size&&((keycode===8'h04)||(keycode_2===8'h04)))  
				begin
                Ball_X_Motion = 11'd0;
					 Ball_Y_Motion = 11'd0;
				end
				else if( level&& (Ball_Y_Pos + Ball_Y_Size) == 11'd320 &&((keycode===8'h1a)||(keycode_2===8'h1a)) && Ball_X_Pos<=(11'd558+Ball_X_Size))   
				begin
                Ball_Y_Motion = 11'd0;   
				end
				else
				begin
             case (key)
					16'h04:  
					begin
								 Ball_X_Motion = (~(Ball_X_Step)+1'b1);
								 Ball_Y_Motion = zero;
					end
					16'h07:  
					begin
								 Ball_X_Motion = Ball_X_Step;
								 Ball_Y_Motion = zero;
					end
					16'h1a:  
					begin
								 Ball_Y_Motion = (~(Ball_Y_Step) + 1'b1);
								 Ball_X_Motion = zero;
					end
					16'h16:  
					begin
								 Ball_Y_Motion = Ball_Y_Step;
								 Ball_X_Motion = zero;
					end
					16'h041a:  
					begin
								 Ball_X_Motion = (~(Ball_X_Step)+1'b1);
								 Ball_Y_Motion = (~(Ball_Y_Step) + 1'b1);
					end
					16'h1a04:  
					begin
								 Ball_X_Motion = (~(Ball_X_Step)+1'b1);
								 Ball_Y_Motion = (~(Ball_Y_Step) + 1'b1);
					end
					16'h0416:  
					begin
								 Ball_Y_Motion = Ball_Y_Step;
								 Ball_X_Motion = (~(Ball_X_Step)+1'b1);
					end
					16'h1604:  
					begin
								 Ball_Y_Motion = Ball_Y_Step;
								 Ball_X_Motion = (~(Ball_X_Step)+1'b1);
					end
					16'h0716:  
					begin
								 Ball_X_Motion = Ball_X_Step;
								 Ball_Y_Motion = Ball_Y_Step;
					end
					16'h1607:  
					begin
								 Ball_X_Motion = Ball_X_Step;
								 Ball_Y_Motion = Ball_Y_Step;
					end
					16'h071a:  
					begin
								 Ball_Y_Motion = (~(Ball_Y_Step) + 1'b1);
								 Ball_X_Motion = Ball_X_Step;
					end
					16'h1a07:  
					begin
								 Ball_Y_Motion = (~(Ball_Y_Step) + 1'b1);
								 Ball_X_Motion = Ball_X_Step;
					end
					16'h0704:  
					begin
								 Ball_X_Motion = Ball_X_Step;
								 Ball_Y_Motion = zero;
					end
					16'h0407:  
					begin
								 Ball_X_Motion = (~(Ball_X_Step)+1'b1);
								 Ball_Y_Motion = zero;
					end
					16'h1a16:  
					begin
								 Ball_Y_Motion = (~(Ball_Y_Step) + 1'b1);
								 Ball_X_Motion = zero;
					end
					16'h161a:  
					begin
								 Ball_Y_Motion = Ball_Y_Step;
								 Ball_X_Motion = zero;
					end
					default: 
					begin
								 Ball_Y_Motion = zero;
								 Ball_X_Motion = zero;
					end
				endcase
				end
				Ball_X_Pos_in = Ball_X_Pos + Ball_X_Motion;
				Ball_Y_Pos_in = Ball_Y_Pos + Ball_Y_Motion;
        end 
    int DistX, DistY;
	 int Width_left;
	 int Width_right;
	 int Width_half_height;
    assign DistX = DrawX+Screen_X_Min - Ball_X_Pos;
    assign DistY = DrawY - Ball_Y_Pos;
    always_comb begin
		  Width_left=Ball_X_Size;
		  Width_right=Ball_X_Size;
		  Width_half_height=Ball_Y_Size;
		  if(state>=8'h05)
			  begin
			  Width_left=Ball_X_Size;
			  Width_right=Attack_Width-Width_left;
			  Width_half_height=Attack_Height/11'd2;
			  if(left)
				  begin
				  Width_right=Ball_X_Size;
				  Width_left=Attack_Width-Width_right;
				  Width_half_height=Attack_Height/11'd2;
				  end
			  end
		  if (DistX<Width_right && DistX+Width_left>0 &&  DistY*DistY < Width_half_height*Width_half_height) 
            is_ball = 1'b1;
        else
            is_ball = 1'b0;
		  relative_address=16'hffff;
        if(is_ball)
			  begin
			  relative_address=(DrawX+Screen_X_Min +Ball_X_Size- Ball_X_Pos)+ (DistY+Width_half_height)*(Width_left+Width_right);
			  if(left)
					relative_address=(Ball_X_Size-DrawX-Screen_X_Min + Ball_X_Pos)+ (DistY+Width_half_height)*(Width_left+Width_right);
			  end
	end
endmodule
==> design/flow/run.sh <==
#!/bin/bash
# OpenROAD 26Q1-2900-gdf79404cd8, Yosys 0.63+post, stock flow scripts
make -C /OpenROAD-flow-scripts/flow DESIGN_CONFIG=/design/flow/config.mk WORK_HOME=/design/flow/orfs finish
==> design/flow/config.mk <==
export PLATFORM = sky130hd
export DESIGN_NAME = ball
export DESIGN_NICKNAME = ball
export VERILOG_FILES = /design/flow/design.v
export SDC_FILE = /design/flow/constraint.sdc
export NUM_CORES = 4
export LEC_CHECK = 1
export CORE_UTILIZATION = 50
==> qor.yml <==
n_antenna_cell: 0
routed_via_density: 5.27
crit_slowest_cell: "fa_1"
drt_first_pass_iters: 5
io_pins: 112
die_y_um: 178
finalSetupViolations: 0
status: "finished clean"
grt_max_degree: 35
grt_pass1_wl_mm: 61.2
whs_endpoint: "Ball_Y_Pos[7]$_SDFF_PP1_"
syn_area_mm2: 0.0155
max_slew.worst_pin.slew_ns: 0.770
yosys.cell_types.count: 83
gp_congestion: 0.951
reg2reg_slack_ns: 15.51
antenna_found_initial: 0
dp_cells: 2330
slew_violations: 0
finalHoldViolCount: 0
syn-mean-instance-area_um2: 8.42
hold_class: "reg -> reg"
r2r-start: "Ball_X_Pos[0]$_SDFF_PP0_"
row_count: 64
rr_worst_depth: 24
grt_overflow: 0
floorplan.core_util: 0.507
clkTransAtPathRegs_ns: 0.07
critPathArrivalTime_ns: 14.05
rsz0062_at_grt: "false"
drive_above_1_share: 0.0360
port_buffers: 109
holdPathStages: 1
cts.sinks: 66
fin_cells: 2342
cp.required_ns: 17.12
skew_ns: 0.00760
edf_count: 0
drt-total-wl_mm: 37.6
cap_violations: 0
routedWlPerCell_um: 16.1
track_usage: 0.258
vias: 12300
area_delta_synth_final_pct: 11.8
grt_pass1_vias: 12100
final.setup.tns_ns: 0
synth-main-ff-cell: "dfxtp_1"
crit_path_max_fanout: 10
post_cts_buffers: 0
slowest_delay_ns: 0.60
cts_tree: "built"
cp_common_cell: "inv_1"
post-route-util: 0.567
cp-start-kind: "primary input"
reg2reg_to: "Ball_Y_Pos_in[10]$_DFF_P_"
drc: 0
post_cts.resized_instances: 0
ys_seq_frac: 0.0852
ant_nets: 0
core-area_mm2: 0.0306
die_area_mm2: 0.0317
hold_buffers: 0
yosys-stat-area_mm2: 0.0155
synthArstFlopShare: 0
synth_flops: 66
end_kind: "primary output"
hp-start: "Ball_Y_Pos_in[7]$_DFF_P_"
warning_count: 44
die_w_um: 178
dp_hpwl_mm: 33.2
yosysWarnings: 2
critPathKind: "in -> out"
hold_ws_ns: 0.443
netlist_instances: 1843
ys_cells: 1843
slew_headroom: 0.486
drt_iter0_markers: 410
stage by stage:
stage | cell area, um2 | setup WS, ns
2_1_floorplan | 15500 | 4.88
3_3_place_gp | 17100 | 2.94
3_5_place_dp | 17100 | 2.97
4_1_cts | 17300 | 2.92
5_1_grt | 17300 | 2.39
6_report | 17300 | 3.07
cell usage after synthesis, types with 7 or more instances:
cell       instances  area [um2]
a21o_1            22         165
a31oi_1           17         106
clkbuf_1          25        93.8
and3_1            12        75.1
nor3_1            39         195
nand3_1           25         125
ha_1             248        3100
o21ai_0           67         335
dfxtp_1           66        1320
nand4_1            7        43.8
a211oi_1           9        67.6
o21bai_1          15         113
nand2_1           96         360
xnor2_1          108         946
inv_1            358        1340
o211ai_1          10        75.1
nor2_1           129         484
fa_1             187        3740
nand2b_1          33         206
or2_2             22         138
o2111ai_1          7        61.3
nor4_1            15        93.8
a21boi_0           7        52.6
o21a_1            17         128
nor2b_1           35         219
and2_1            24         150
a21oi_1           93         465
xor2_1            30         263
or3_1             15        93.8
kinds of logic (layout without fill, tap and decap cells):
group / count (synthesis) / after routing / synth area share
AND/OR/NAND/NOR: 481 / 481 / 0.158
other: 1 / 1 / 0.000242
buffers and inverters: 395 / 498 / 0.0965
multiplexers: 8 / 8 / 0.00532
XOR/XNOR: 141 / 141 / 0.0815
flip-flops: 66 / 66 / 0.0852
AND-OR/OR-AND: 316 / 316 / 0.132
adder cells (fa/ha/maj): 435 / 435 / 0.441
final cells by class:
| type | count | area, um2 |
|---|---|---|
| timing repair buffer | 120 | 1170 |
| clock inverter | 3 | 68.8 |
| fill | 2799 | 13200 |
| tap | 396 | 495 |
| inverter | 366 | 1380 |
| multi-input combinational | 1382 | 12700 |
| sequential | 66 | 1320 |
| clock buffer | 9 | 214 |
metal layers:
metal | up-vias | track usage | share of wire
met5 | - | 0 | 0
met4 | 0 | 0.0442 | 0.021
met3 | 42 | 0.0265 | 0.027
met2 | 203 | 0.440 | 0.50
met1 | 5846 | 0.371 | 0.45
li1 | 6253 | - | -
state kept, by name, summed over array words and instances, names as in the netlist:
signal and count:
Ball_Y_Pos_in 11, Ball_X_Motion 11, Ball_Y_Pos 11, roll 11
Ball_X_Pos_in 11, Ball_X_Pos 11
cell usage in the layout, fill, tap and decap left out, types with 11 or more instances in the layout:
master and count:
buf_4 11, nor3_1 39, inv_1 358, ha_1 248
nand2_1 96, dfxtp_1 66, nand3_1 25, o21ai_0 67
fa_1 187, or3_1 15, a31oi_1 17, o21bai_1 15
nor2_1 129, clkdlybuf4s50_1 109, a21o_1 22, or2_2 22
nand2b_1 33, o21a_1 17, nor2b_1 35, nor4_1 15
xor2_1 30, xnor2_1 108, a21oi_1 93, and3_1 12
and2_1 24
worst max path at each step:
stage                                   to  cells past startpoint  startpoint  slack, ns
after CTS             relative_address[15]                     38    DrawY[0]       2.92
after global routing  relative_address[15]                     38    DrawY[0]       2.39
final                 relative_address[15]                     38    DrawY[0]       3.07
critical path: cells and delay by family:
| kind | cells | cell delay [ns] |
|---|---|---|
| and+or+nand+nor | 3 | 0.34 |
| xor gates and xnor gates | 5 | 1.37 |
| AOI/OAI and AO/OA | 7 | 1.77 |
| adders and majority gates | 12 | 4.66 |
| buffers and inverters | 11 | 1.61 |
