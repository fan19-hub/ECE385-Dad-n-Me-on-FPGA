`./constraint.sdc`:
```
current_design color_mapper

set clk_period 13.9
set clk_io_pct 0.2

create_clock -name clk0 -period $clk_period

set non_clock_inputs [all_inputs -no_clocks]
set_input_delay [expr $clk_period * $clk_io_pct] -clock clk0 $non_clock_inputs
set_output_delay [expr $clk_period * $clk_io_pct] -clock clk0 [all_outputs]
```
`./config.mk`:
```
export PLATFORM = sky130hd
export DESIGN_NAME = color_mapper
export DESIGN_NICKNAME = color_mapper
export VERILOG_FILES = /design/flow/design.v
export SDC_FILE = /design/flow/constraint.sdc
export NUM_CORES = 4
export LEC_CHECK = 1
export CORE_UTILIZATION = 30
```
`./run.sh`:
```
#!/bin/bash
# OpenROAD 26Q1-2900-gdf79404cd8, Yosys 0.63+post, stock flow scripts
make -C /OpenROAD-flow-scripts/flow DESIGN_CONFIG=/design/flow/config.mk WORK_HOME=/design/flow/orfs finish
```
`./design.v`:
```
module  color_mapper ( input              is_ball,is_enemy,is_enemy3,is_blood_bar,is_en_blood_bar,show_success, show_fail,           
                       input        [9:0] DrawX, DrawY,        
							  input        [23:0] success_rgb,fail_rgb,en_rgb,me_rgb,en_rgb3,
							  input        [7:0] bg_rgb_index,blood_bar_rgb_index,
                       output logic [7:0] VGA_R, VGA_G, VGA_B,  
							  output logic [7:0] color_index
                     );
    logic [23:0] color;
    RGB_driver rgb(.rgb_index(color_index),.rgb_out(color));
    always_comb
    begin
	      VGA_R = color[23:16];
			VGA_G = color[15:8];
			VGA_B = color[7:0];
			color_index=bg_rgb_index;
		  if(show_success)
		  begin
				VGA_R=success_rgb[23:16];
				VGA_G=success_rgb[15:8];
				VGA_B=success_rgb[7:0];
		  end
		  if(show_fail)
		  begin
				VGA_R=fail_rgb[23:16];
				VGA_G=fail_rgb[15:8];
				VGA_B=fail_rgb[7:0];
		  end
        if (is_ball == 1'b1 && me_rgb!=24'hff) 
        begin
				VGA_R=me_rgb[23:16];
				VGA_G=me_rgb[15:8];
				VGA_B=me_rgb[7:0];
        end
		  else if(is_blood_bar)
		  begin
				color_index=blood_bar_rgb_index;
		  end
		  else if(is_enemy3 == 1'b1 && en_rgb3!=24'hff)
		  begin
				VGA_R=en_rgb3[23:16];
				VGA_G=en_rgb3[15:8];
				VGA_B=en_rgb3[7:0];
		  end
        else if(is_enemy == 1'b1 && en_rgb!=24'hff)
		  begin
				VGA_R=en_rgb[23:16];
				VGA_G=en_rgb[15:8];
				VGA_B=en_rgb[7:0];
		  end
		  else if(is_en_blood_bar)
		  begin
				color_index=8'h06;
		  end
end
endmodule
module RGB_driver (input  [7:0]  rgb_index,
                  output logic [23:0]  rgb_out);
always_comb
	begin
    unique case (rgb_index)
		8'h00 : rgb_out = 24'hdab0d8;
		8'h01 : rgb_out = 24'hcb99cc;
		8'h02 : rgb_out = 24'hffffff;
		8'h03 : rgb_out = 24'h000000;
		8'h04 : rgb_out = 24'h96d3f2;
		8'h05 : rgb_out = 24'h14a2ea;
		8'h06 : rgb_out = 24'ha10000;
		8'h07 : rgb_out = 24'h7c7b4f;
		8'h08 : rgb_out = 24'h65aa67;
		8'h09 : rgb_out = 24'h500a3e;
		8'h0a : rgb_out = 24'h5d5d5d;
		8'h0b : rgb_out = 24'h579252;
		8'h0c : rgb_out = 24'h64623b;
		8'h0d : rgb_out = 24'h6800f7;
		8'h0e : rgb_out = 24'h999999;
		8'h0f : rgb_out = 24'h323232;
		8'h10 : rgb_out = 24'h585f72;
		8'h11 : rgb_out = 24'h9ca200;
		8'h12 : rgb_out = 24'h686903;
		8'h13 : rgb_out = 24'hffff2a;
		8'h14 : rgb_out = 24'hffa82a;
		8'h15 : rgb_out = 24'h9140fe;
		8'h16 : rgb_out = 24'ha863fc;
		8'h17 : rgb_out = 24'hffccff;
		8'h18 : rgb_out = 24'hcbc9cd;
		8'h19 : rgb_out = 24'h9a7162;
		8'h1a : rgb_out = 24'hf8ca9f;
		8'h1b : rgb_out = 24'hf0966d;
		8'h1c : rgb_out = 24'hec4266;
		8'hff : rgb_out = 24'h0000ff;  
		default : rgb_out = 24'h000000;  
		endcase
    end
endmodule
```
==> flow_metrics.py <==
# Auto-generated metrics
metrics = {
    "sta": {
        "setup_slack_ns": 3.263,
        "max-slew-margin-rel_pct": 43.87,
        "fmax_mhz": 94.01,
        "setup_viol": 0,
        "period_used_pct": 76.53,
        "min_period_ns": 10.64,
        "finalHoldViolCount": 0,
        "rsz0062_at_grt": "false",
        "finalMaxSlewViolations": 0,
        "finalSetupTns_ns": 0,
        "worstMarginPinSlew_ns": 0.8403,
    },
    "finish": {
        "logic_area_mm2": 0.002932,
        "syn_to_final_growth_pct": 57.23,
        "ff_latch_area_um2": 0,
        "drive_gt1_share_pct": 5.669,
        "ff_count": 0,
        "final.fill_count": 1040,
        "n_clock_buffer": 0,
        "finalInstanceArea_mm2": 0.005032,
        "finish.utilization_pct": 48.75,
    },
    "placed_design": {
        "hpwlAfterDp_um": 14710,
        "numPortBuffers": 175,
        "pre_cts_ws_ns": 3.483,
        "placed_area_mm2": 0.005032,
        "globalplace.congestion": 1.003,
    },
    "critical_path": {
        "crit_family": "buffers and inverters",
        "crit_type": "input port to output port",
        "cp.required_ns": 11.12,
        "slowest_delay_ns": 0.65,
        "cp_data_arrival_time_ns": 7.86,
        "path_cells": "clkdlybuf4s50_1, nor4_1, nand4_1, o21ai_2, mux2_2, nand2_1, buf_4, inv_1, nor2_1, o21ai_0, o21ai_0, nor4_1, o21ai_0, clkdlybuf4s50_1",
        "critPathBufInv": 4,
        "end_kind": "output port",
        "crit_top_cell": "o21ai_0",
        "slowest_stage": "o21ai_2",
        "cp-start-kind": "input port",
        "path_max_fanout": 24,
    },
    "route": {
        "num_vias": 5248,
        "insertedDiodeCount": 0,
        "drt-initial-drc-count": 375,
        "vias_per_cell": 6.369,
        "dr.pass1.iters": 5,
        "drc": 0,
        "drt-total-wl_um": 18770,
        "drtAntennaViolNets": 0,
        "wire_per_inst_um": 22.77,
    },
    "synthesis": {
        "synth.distinct_cells": 71,
        "ys_sh_mux_pct": 2.385,
        "syn-mean-instance-area_um2": 5.894,
        "ys_sh_aoi_pct": 55.63,
        "fa_ha_area_share_pct": 0,
        "synth_seq_share_pct": 0,
        "ys_sh_xor_pct": 0,
        "yosysCellCount": 543,
        "synth.cell_area_mm2": 0.003201,
        "yosys_warnings": 2,
        "logic_family": "AND-OR/OR-AND gates",
        "yosys.area_share.simple_pct": 33.58,
        "ys_chip_area_mm2": 0.003201,
        "synthCells": 543,
    },
    "global_routing": {
        "grt_max_degree": 46,
        "antenna_found_initial": 1,
        "track_usage_pct": 33.34,
        "grt-ovfl-total": 0,
        "grt_pass1_wl_um": 28810,
        "grt_pass1_vias": 4953,
    },
    "pwr": {
        "total_leakage_power_nw": 1.748,
        "pwr_density_cell_mw_per_mm2": 36.19,
        "vdd_ir_drop_max_v": 0.00001995,
    },
    "status": {
        "outcome": "finished clean",
    },
    "min_path": {
        "hp-class": "input port to output port",
    },
    "clock_tree": {
        "post-cts-setup-buffers": 0,
        "holdBufCountCts": 0,
        "post_cts_resized": 0,
    },
    "die": {
        "core_area_mm2": 0.01032,
        "fp.dieW_um": 105.3,
        "chipArea_mm2": 0.01109,
        "die_h_um": 105.3,
        "core_util_floorplan_pct": 31.00,
        "ioPinCount": 195,
        "fp-row-count": 37,
    },
    "job": {
        "maxCapViolCount": 0,
        "warnings": 52,
    },
}
path summary, 6_finish.rpt:
path	start	slack, ns	to	cells after the start
worst max-delay path	me_rgb[15]	3.26	VGA_B[0]	14
worst min-delay path	me_rgb[10]	6.56	VGA_G[2]	4
through the flow:
step	power, mW	cells	hold WS, ns
floorplan	0.07988	543	5.612
finish	0.1821	824	6.558
global placement	0.1787	824	6.548
CTS	0.1782	824	6.555
detailed placement	0.1772	824	6.556
global route	0.1946	824	6.584
worst min-delay path, cell delays in order:
cell	delay, ns
clkdlybuf4s50_1	0.43
nand2_1	0.07
o21ai_0	0.07
clkdlybuf4s50_1	0.43
cell type report:
type                       instances  area share [%]
inverter                          15           1.169
multi-input combinational        482           58.25
tap                              136           3.381
timing repair buffer             191           37.20
cell families after synthesis:
group,after synthesis
AND-OR/OR-AND,268
AND/OR/NAND/NOR,207
buffers and inverters,61
multiplexers,7
cell usage after synthesis (all sizes together), types with 11 or more instances:
master / n / area share, %
a21oi: 57 / 8.9
a221oi: 18 / 4.9
buf: 19 / 3.4
clkbuf: 27 / 3.2
inv: 14 / 1.7
nand2: 64 / 7.5
nand3: 13 / 2.4
nand4: 11 / 2.2
nor2: 47 / 5.6
nor3: 13 / 2.5
nor4: 19 / 3.9
o211ai: 14 / 3.4
o21ai: 73 / 12
o22ai: 29 / 5.7
per-layer routing:
layer / vias to the layer above / GRT usage (%) / share of wire (%) / wire [µm]
met5: - / 0 / 0.069 / 13
met4: 2 / 7.243 / 2.7 / 507
met3: 47 / 5.300 / 10 / 1887
met2: 341 / 54.28 / 45 / 8474
met1: 2403 / 46.31 / 42 / 7882
li1: 2455 / - / - / -
cells in the final DEF, fill, tap and decap left out, types with 4 or more instances in the layout:
cell type	synthesis	layout
a22o_1	5	5
a21o_1	5	5
nand3_1	12	12
and2_1	4	4
buf_4	0	16
o221ai_1	5	5
nor2_1	46	46
o21a_1	5	5
nor2b_1	10	10
nand2_1	64	64
nor3_1	11	11
o31ai_1	5	5
a21oi_1	57	57
nor4b_1	7	7
o22ai_1	29	29
o21ai_0	68	68
a211oi_1	5	5
o211ai_1	13	13
a31oi_1	4	4
clkdlybuf4s50_1	0	175
nand4_1	11	11
inv_1	12	12
mux2_2	5	5
a221oi_1	18	18
o22a_1	4	4
o21ai_1	4	4
nor4_1	18	18
power by group:
group	leakage (nW)	total [mW]	switching, mW	internal, mW
Combinational	1.75	0.182	0.0940	0.0881
Clock	0	0	0	0
Sequential	0	0	0	0
Power figures rest on the tool's default switching activity, not on a simulated workload.
