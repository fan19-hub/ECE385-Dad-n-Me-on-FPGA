$ cat flow/run.sh
#!/bin/bash
# OpenROAD 26Q1-2900-gdf79404cd8, Yosys 0.63+post, stock flow scripts
make -C /OpenROAD-flow-scripts/flow DESIGN_CONFIG=/design/flow/config.mk WORK_HOME=/design/flow/orfs finish
$ cat flow/config.mk
export PLATFORM = sky130hd
export DESIGN_NAME = Little_Boss
export DESIGN_NICKNAME = Little_Boss
export VERILOG_FILES = /design/flow/design.v
export SDC_FILE = /design/flow/constraint.sdc
export NUM_CORES = 4
export LEC_CHECK = 1
export CORE_UTILIZATION = 50
export SYNTH_HDL_FRONTEND = slang
$ cat flow/constraint.sdc
current_design Little_Boss

set clk_period 17.1
set clk_io_pct 0.2

create_clock -name clk0 -period $clk_period [get_ports {Clk}]

set non_clock_inputs [all_inputs -no_clocks]
set_input_delay [expr $clk_period * $clk_io_pct] -clock clk0 $non_clock_inputs
set_output_delay [expr $clk_period * $clk_io_pct] -clock clk0 [all_outputs]
$ cat flow/design.v
module  Little_Boss ( input         Clk,                 
                             Reset,               
                             frame_clk,level,           
					input [7:0] state,
               input [9:0]   DrawX, DrawY,        
					input logic [9:0] main_X_Pos,main_Y_Pos,
               output logic  is_enemy,
					output logic[15:0]  relative_address					 
              );
    logic [1:0] da;
	 logic  enemy_left;
    parameter [9:0] Screen_X_Center = 10'd320;   
    parameter [9:0] Screen_Y_Center = 10'd240;   
    parameter [9:0] Screen_X_Min = 10'd0;        
    parameter [9:0] Screen_X_Max = 10'd639;      
    parameter [9:0] Screen_Y_Min = 10'd0;        
    parameter [9:0] Screen_Y_Max = 10'd400;      
    parameter [9:0] Ball_X_Step = 10'd2;       
    parameter [9:0] Ball_Y_Step = 10'd1;       
    parameter [9:0] Ball_X_Size = 10'd30;         
    parameter [9:0] Ball_Y_Size = 10'd46;         
    parameter [9:0] zero=10'd0;
		enum logic [20:0] {RIGHT,LEFT,DA,DA_1,DA_2,DA_3,DA_4,DA_5,DA_6,DA_7,DA_8,DA_9,DA_10,DA_11,DA_12} curr_state, next_state;
    logic [9:0] Ball_X_Pos, Ball_X_Motion, Ball_Y_Pos, Ball_Y_Motion;
    logic [9:0] Ball_X_Pos_in, Ball_X_Motion_in, Ball_Y_Pos_in, Ball_Y_Motion_in;
		logic[1:0] enemy_left_in,enemy_left_in_1,da_in,da_in_1;
    logic frame_clk_delayed, frame_clk_rising_edge;
    always_ff @ (posedge Clk) begin
        frame_clk_delayed <= frame_clk;
        frame_clk_rising_edge <= (frame_clk == 1'b1) && (frame_clk_delayed == 1'b0);
    end
	 	always_ff @ (posedge Clk)  
   begin
        if (Reset)
            curr_state<=RIGHT;
        else 
            curr_state<=next_state;
   end
    always_ff @ (posedge Clk)
    begin
        if (Reset)
        begin
            Ball_X_Pos <= Screen_X_Center;
            Ball_Y_Pos <= Screen_Y_Center;
            Ball_X_Motion <= Ball_X_Step;
            Ball_Y_Motion <= Ball_Y_Step;
				enemy_left_in_1<=2'b0;
				da_in_1<=2'b0;
        end
        else
        begin
            Ball_X_Pos <= Ball_X_Pos_in;
            Ball_Y_Pos <= Ball_Y_Pos_in;
            Ball_X_Motion <= Ball_X_Motion_in;
            Ball_Y_Motion <= Ball_Y_Motion_in;
				enemy_left_in_1<=enemy_left_in;
				da_in_1<=da_in;
        end
    end
    always_comb
    begin
	 next_state=curr_state;
        Ball_X_Pos_in = Ball_X_Pos;
        Ball_Y_Pos_in = Ball_Y_Pos;
        Ball_X_Motion_in = Ball_X_Motion;
        Ball_Y_Motion_in = Ball_Y_Motion;
        enemy_left_in=enemy_left_in_1;
		  da_in=da_in_1;
		 if (frame_clk_rising_edge)
		 begin
        if ((Ball_Y_Pos>main_Y_Pos-Ball_X_Size&&Ball_Y_Pos<main_Y_Pos+Ball_X_Size)&&(Ball_X_Pos>main_X_Pos-Ball_X_Size&&Ball_X_Pos<main_X_Pos+Ball_X_Size))
        begin
        Ball_X_Pos_in = Ball_X_Pos;
        Ball_Y_Pos_in = Ball_Y_Pos;		
			da_in=2'b1;  
        end
		  else
		  begin
				da_in=2'b0;
				Ball_Y_Motion_in = 10'd0;
				Ball_X_Motion_in = 10'd0;
				if(main_X_Pos>Ball_X_Pos)
					Ball_X_Motion_in=Ball_X_Step;
				if(main_Y_Pos>Ball_Y_Pos)
					Ball_Y_Motion_in=Ball_Y_Step;
				if(main_X_Pos<Ball_X_Pos)
					Ball_X_Motion_in=(~(Ball_X_Step) + 1'b1);
				if(main_Y_Pos<Ball_Y_Pos)
					Ball_Y_Motion_in=(~(Ball_Y_Step) + 1'b1);
				Ball_X_Pos_in = Ball_X_Pos + Ball_X_Motion;
				Ball_Y_Pos_in = Ball_Y_Pos + Ball_Y_Motion;
		  end
		  end
	unique case (curr_state)
		RIGHT: 
		begin
		if(da_in==2'b1)
			next_state=DA;
		else if (enemy_left_in==2'b1)
			next_state=LEFT;
		end
		LEFT: 
		begin
		if(da_in==2'b1)
			next_state=DA;
		else if(enemy_left_in==2'b0)
			next_state=RIGHT;
			end
		DA:
		next_state=DA_1;
		DA_1:
		next_state=DA_2;
		DA_2:
		next_state=DA_3;
		DA_3:
		next_state=DA_4;
		DA_4:
		next_state=DA_5;
		DA_5:
		next_state=DA_6;
		DA_6:
		next_state=DA_7;
		DA_7:
		next_state=DA_8;
		DA_8:
		next_state=DA_9;
		DA_9:
		next_state=DA_10;
		DA_10:
		next_state=DA_11;
		DA_11:
		next_state=DA_12;
		DA_12:
		begin
		if(enemy_left_in==2'b0)
			next_state=RIGHT;
		else if(enemy_left_in==2'b1)
			next_state=LEFT;
		end
		endcase
	case (curr_state) 
		RIGHT:
		begin
			da=2'b0;
			enemy_left=1'b0;
		end
		LEFT:
		begin
			da=2'b0;
			enemy_left=1'b1;
		end
		DA_1:
		begin
			da=2'b1;
			enemy_left=1'b0;
		end
		DA:
		begin
			da=2'b1;
			enemy_left=1'b0;
		end
		DA_2:
		begin
			da=2'b1;
			enemy_left=1'b0;
		end
		DA_3:
		begin
			da=2'b1;
			enemy_left=1'b0;
		end
		DA_4:
		begin
			da=2'b1;
			enemy_left=1'b0;
		end
		DA_5:
		begin
			da=2'b1;
			enemy_left=1'b0;
		end
		DA_6:
		begin
			da=2'b1;
			enemy_left=1'b0;
		end
		DA_7:
		begin
			da=2'b11;
			enemy_left=1'b0;
		end
		DA_8:
		begin
			da=2'b11;
			enemy_left=1'b0;
		end
		DA_9:
		begin
			da=2'b11;
			enemy_left=1'b0;
		end
		DA_10:
		begin
			da=2'b11;
			enemy_left=1'b0;
		end
		DA_11:
		begin
			da=2'b11;
			enemy_left=1'b0;
		end
		DA_12:
		begin
			da=2'b11;
			enemy_left=1'b0;
		end
		endcase
    end
    int DistX, DistY;
    assign DistX = DrawX - Ball_X_Pos;
    assign DistY = DrawY - Ball_Y_Pos;
    always_comb begin
        if ( DistX*DistX < 900 &&  DistY*DistY < 2116  ) 
            is_enemy = 1'b1;
        else
            is_enemy = 1'b0;
        relative_address=9'b0;
        if(is_enemy)
            relative_address=(DrawX-Ball_X_Pos+Ball_X_Size)+ (DrawY- Ball_Y_Pos+Ball_Y_Size)*10'd60; 
	 end
endmodule
==> flow_summary.ini <==
; flow metrics
[final_timing]
rsz0062_at_grt = false
finalHoldViolations = 0
slew_headroom = 0.4744
layout_min_cycle_time_ns = 16.08
fin_crit_sh = 0.9402
max_freq_mhz = 62.20
skew_ns = 0.005307
slew_viol_final = 0
setup_viol = 0
timing.hold.ws_ns = 0.3842
worst_pin_slew_ns = 0.7828
finalSetupTns_ns = 0

[clock_tree]
ctsHtreeMaxLevel = 1
cts_tree = yes
clk_pin_slew_worst_paths_ns = 0.07
cts_resized = 0
clockRootBuffer = clkbuf_16
clk-insertion-delay-late_ns = 0.26
cts_hold_buf = 0
numCtsBuffers = 3
post_cts_buffers = 0
clock-sinks = 25
clockBufferDepth = 2

[yosys]
ys_cells = 1785
syn-cell-area_um2 = 14830
synth_chip_area_um2 = 14830
yosys_warnings = 0
top_cell_area_share = 0.2997
top_cells_by_area = fa_1, ha_1, inv_1
synth.distinct_cells = 86
syn_inst = 1785
syn_avg_cell_area_um2 = 8.307
synthFlopType = dfxtp_1
synthArstFlopShare = 0
synth-edff-count = 0
yosys-top-cells-count = inv_1, ha_1, fa_1
top_cell = inv_1
postSynthSeqShare = 0.03375
top_area_cell = fa_1
ys_ff = 25

[run]
maxCapViolCount = 0
tool_warnings = 53

[floorplanning]
die_h_um = 174.2
core-area_um2 = 28940
die-area_um2 = 30350
die_w_um = 174.2
ioPinCount = 69
num_rows = 62
fp_util = 0.5125

[drt]
wire_per_inst_um = 13.85
via_count = 11496
drtIter0Drc = 576
postRouteWirelength_um = 30830
ant_nets = 0
vias_per_cell = 5.167
drc = 0
n_antenna_cell = 0
dr.pass1.iters = 7

[setup_path]
required_ns = 13.68
crit_fanout = 18
startpoint_type = primary input
crit_type = in -> out
crit_path_end_kind = primary output
crit_arrival_ns = 12.66
cp_slowest_stage_delay_ns = 0.60
cpMaxStageDelayCell = fa_1

[placed_design]
placed_area_um2 = 15960
io_buffers = 59
dpl.hpwl_um = 27130
gp_congestion = 0.9288

[cells_and_area]
final_area_um2 = 16040
n_fill_cell = 2654
area_growth_pct = 8.168
fin_util = 0.5543
drive_gt1_frac = 0.03422

[status]
outcome = finished, final reports clean

[global_routing]
grt_max_degree = 37
grtUsageTotal = 0.2302
gr-total-overflow = 0
first_global_vias = 11654
grt_pass1_wl_um = 54880
antenna_found_initial = 0

[worst_hold_path]
worst_hold_path_type = reg -> reg
[logic make-up after synthesis]
logic type      synth area share
compound gates            0.1340
flops                    0.03375
buf+inv                   0.1143
fa+ha+maj                 0.4887
mux                      0.01164
xor+xnor                 0.08016
simple gates              0.1374
[path summary, 6_finish.rpt]
check,start,to,slack (ns),depth (start not counted)
min,frame_clk_delayed,frame_clk_rising_edge,0.38,1
max reg2reg,Ball_Y_Pos[1],Ball_X_Pos[9],13.97,12
max,DrawY[0],relative_address[15],1.02,31
min reg2reg,frame_clk_delayed,frame_clk_rising_edge,0.38,1
[per-stage QoR]
step | setup slack [ns] | std cells
after floorplan | 3.089 | 1785
after global placement | 1.013 | 2221
after detailed placement | 0.9271 | 2221
after CTS | 0.9340 | 2225
after global routing | 0.4032 | 2225
final | 1.023 | 2225
[placed cells by master (no fill, tap or decap), drive strengths merged, types with 9 or more instances in the layout]
master / count
a211o: 9
a211oi: 20
a21o: 32
a21oi: 65
a31oi: 15
and2: 14
and3: 22
buf: 20
clkdlybuf4s50: 59
dfxtp: 25
fa: 222
ha: 224
inv: 416
mux2i: 15
nand2: 113
nand2b: 16
nand3: 22
nand4: 18
nor2: 146
nor2b: 12
nor3: 29
o21a: 12
o21ai: 59
xnor2: 90
xor2: 40
[worst max-delay path, delay by kind of cell]
family / cells / cell delay [ns]
muxes: 1 / 0.33
and+or+nand+nor: 4 / 0.79
xor gates and xnor gates: 1 / 0.21
buffers and inverters: 9 / 2.04
AOI/OAI and AO/OA: 8 / 2.04
adders and majority gates: 8 / 3.81
[metal layers]
| metal | global-route usage | wire length, um |
|---|---|---|
| met1 | 0.3735 | 15820 |
| met2 | 0.3498 | 13290 |
| met3 | 0.04033 | 1419 |
| met4 | 0.01827 | 297 |
| met5 | 0 | 0 |
[final cells by class]
| class | instances | area [um2] | share of cell area |
|---|---|---|---|
| clock buffer | 3 | 75.07 | 0.004681 |
| clock inverter | 1 | 7.507 | 0.0004681 |
| inverter | 422 | 1588 | 0.09899 |
| multi-input combinational | 1311 | 12650 | 0.7885 |
| sequential | 25 | 500.5 | 0.03120 |
| tap | 384 | 480.5 | 0.02996 |
| timing repair buffer | 79 | 740.7 | 0.04618 |
[state kept, by name, summed over array words and instances, names as in the netlist]
register and flops:
Ball_X_Motion 2, Ball_X_Pos 9, frame_clk_delayed 1, Ball_Y_Pos 10, frame_clk_rising_edge 1, Ball_Y_Motion 2
