--- /design/flow/constraint.sdc ---
current_design Flash_Audio_Interface

set clk_period 6.1
set clk_io_pct 0.2

create_clock -name clk0 -period $clk_period [get_ports {Clk}]

set non_clock_inputs [all_inputs -no_clocks]
set_input_delay [expr $clk_period * $clk_io_pct] -clock clk0 $non_clock_inputs
set_output_delay [expr $clk_period * $clk_io_pct] -clock clk0 [all_outputs]
--- /design/flow/design.v ---
module Flash_Audio_Interface(  
    input logic Clk, Reset, data_over, Audio_Reset,
	 input logic play,loop,   
    input logic [22:0]  Start_Addr, 
	 input logic [22:0]  End_Addr, 
    input logic [7:0]  FL_DQ, 
    output logic        FL_OE_N, FL_RST_N, FL_WE_N, FL_CE_N,
    output logic [22:0] FL_ADDR,
    output logic [15:0] Audio_Data );
logic data_over_flag,new_data_over_flag,state_data_over;
enum logic [3:0] {HOLD, WAIT, FEED_IN, END} current_state, next_state;   
logic [22:0] NEW_ADDR;
logic [5:0] counter, inner_counter;
always_ff @( posedge  Clk) begin
    if (~play || ~Reset || Audio_Reset)begin
        current_state<=HOLD;
		  FL_ADDR <= Start_Addr;
		  counter <= 6'd0;
    end
    if (play && Reset) begin
        current_state <= next_state;
		  data_over_flag <= new_data_over_flag;
		  state_data_over <= data_over;
	     Audio_Data[10:3] <= FL_DQ;
	     FL_ADDR <= NEW_ADDR; 
		  counter <= inner_counter;
    end
end 	 
always_comb begin
    FL_RST_N= 1;
    FL_WE_N = 1;
    FL_CE_N = 0;
    FL_OE_N = 0;
end
always_comb begin
    if (data_over==1 && data_over_flag==0)
	     new_data_over_flag=1;
	 else
	     new_data_over_flag=0;
end
always_comb begin
    unique case(current_state)
	     HOLD:begin
		      if (data_over_flag && play)
				    next_state=WAIT;
				else
				    next_state=HOLD;
		  end
		  WAIT:begin
		      if (data_over_flag && counter == 6'd22)
					 next_state=FEED_IN;
				else
				    next_state=WAIT;	
        end
		  FEED_IN:begin
		      if (data_over_flag)begin
				    if (FL_ADDR==End_Addr) begin
					     next_state=END;
						  end
					 else begin
					     next_state=WAIT;
						  end
				end
				else begin
				    next_state=FEED_IN;
				end
		  end
	     END:begin
		      if (loop)
				    next_state=HOLD;
				else
				    next_state=END;
		  end
    endcase
end
always_comb begin
    NEW_ADDR=FL_ADDR;
	 inner_counter=counter;
    case(current_state)
	     HOLD:begin
		      NEW_ADDR=Start_Addr;
		  end
		  WAIT: begin
		      if (data_over_flag)begin
				    inner_counter=counter+6'd1;
				end
		  end
		  FEED_IN:begin
		      if (data_over_flag)begin
				    inner_counter=0;
				    NEW_ADDR=FL_ADDR+23'd1;
				end
		  end
		  END: begin
		      if (loop)
				    NEW_ADDR=Start_Addr;
				else 
				    NEW_ADDR=End_Addr;
		  end
    endcase
end
 endmodule
--- /design/flow/config.mk ---
export PLATFORM = sky130hd
export DESIGN_NAME = Flash_Audio_Interface
export DESIGN_NICKNAME = Flash_Audio_Interface
export VERILOG_FILES = /design/flow/design.v
export SDC_FILE = /design/flow/constraint.sdc
export NUM_CORES = 4
export LEC_CHECK = 1
export CORE_UTILIZATION = 50
--- /design/flow/run.sh ---
#!/bin/bash
# OpenROAD 26Q1-2900-gdf79404cd8, Yosys 0.63+post, stock flow scripts
make -C /OpenROAD-flow-scripts/flow DESIGN_CONFIG=/design/flow/config.mk WORK_HOME=/design/flow/orfs finish
==> COMMIT_EDITMSG <==
Refresh implementation metrics

- Outcome: finished clean
- Max-slew violation count: 0
- For this run, the total global-route usage over all layers was measured as a little under a quarter.
- Total negative slack: 0 ns
- Leading area contributor after synthesis: sky130_fd_sc_hd__edfxtp_1
* Worst stage delay on the critical path: a little over 0.5 ns
- Using the TritonRoute via totals, the vias-per-cell ratio works out to about 5.3.
- Mean area per synthesized cell: ~11 sq um
- Fraction of layout cells with a size suffix above 1: 7.04%
- Summing internal, switching and leakage power gives 652 uW.
* Horizontal die dimension: 75.1 um
- Worst setup SP type: input port
- H-tree levels: 2
* Worst-case clock buffer depth: 2
- Count of endpoints failing setup in the final report: 0
- Cell at the root of the clock tree: sky130_fd_sc_hd__clkbuf_8
- Per the repair_timing log after CTS, setup buffers inserted total 0.
- Core area: 0.00514 sq mm
* Top area contributor share: a little over two fifths
- Number of rows created at floorplan: 26
- Count of flip-flops with a built-in enable after synthesis: 38
- Per Yosys stat, the portion of area used by sequential elements is a little under half.
* Setup repair after global routing missed its margin: no
- Critical path class: in2reg
* Floorplan die height: around 75 um
- Data arrives at the worst endpoint at approximately 3.2 ns.
- Total routed wirelength: 6290 um
* Post-synthesis cell count from yosys: 253
- For this design, the CTS-stage hold fixing added 0 buffers.
- Data required time at the worst endpoint: ~6 ns
- The pin closest to its max-slew limit shows a slew of 0.672 ns.
- Yosys Chip Area: approximately 0.0027 sq mm
- Per the log, the first TritonRoute iteration ended with a DRC count of roughly 120.
* Number of unique standard cell types used by synthesis: 43
- Synth-to-Final Area Change: 36.9%
- sky130_fd_sc_hd__edfxtp_1 is the most common cell in the netlist.
- Maximum fanout count along the critical path: 18
- Final Hold Slack: 0.486 ns
* Post-layout period usage: between 50% and 60%
- Measured against its own limit, the worst slew margin works out to around 55%.
- Clock period minus worst slack: between 3 and 4 ns
* Vias in the first global route: a little under 2k
- Number of antenna cells inserted: 0
- In the synthesized netlist, the cells that appear most often are 38 x sky130_fd_sc_hd__edfxtp_1, 30 x sky130_fd_sc_hd__xor2_1, 24 x sky130_fd_sc_hd__o21ai_0, 21 x sky130_fd_sc_hd__a22oi_1.
- Total power normalized to cell area comes to between 150 and 200 mW/mm^2.
- Cell area after technology mapping: 0.00267 sq mm
- Dominant register cell in the synthesized netlist: sky130_fd_sc_hd__edfxtp_1
- Initial core utilization: between 50% and 60%
- Hold/Removal Path Class: reg2reg
* Peak supply drop: between 0.0001 and 0.00015 V
* Clk sink count: between 40 and 50
* Max capacitance violation total: 0
- Number of gates resized after cts: 0
- Global-route wire length before repair: approximately 9500 um
- The filler cells instantiated in the layout total about 410.
* Yosys warnings: 9
- Nets still carrying antenna violations after routing amount to 0.
- Overflow after GRT: 0
- Number of search-and-repair iterations in the first detailed-routing pass: 5
* Top cells by area: sky130_fd_sc_hd__edfxtp_1 43%, sky130_fd_sc_hd__xor2_1 9.8%, sky130_fd_sc_hd__a22oi_1 5.9%
- Entering global routing, the biggest net connects 24 pins.
- Per the OpenROAD floorplan log, the area of the die is 0.00563 sq mm.
- Critical path capture point type: flop
* Total count of hold-check failures in the final report: 0
- Routed wire length per instance: 15.3 um
* CP Cell Sequence: clkdlybuf4s50_1, nand2_4, clkinv_4, o21ai_4, a21o_1, a221o_1, a311o_1
- Summing over the stages, the warning tally comes to 28.
- CTS added clock buffers totalling 5.
- Static leakage: ~0.0013 uW
* Number of antenna violations at the first check in global routing: 0
- The routed layout reports a DRC error count of 0.
* Port Buf Inserts: 89
* Global placer's final weighted congestion: around 0.87
- Detailed placement ended at an HPWL of approximately 4600 um.
- Clock latency at the later pin of the worst-skew pair: around 0.30 ns
* Instance count of the mapped netlist: 253
- For the final database, setup skew stands at ~0.0045 ns.
- Timing-limited maximum frequency: roughly 320 MHz
- TritonCTS clock tree: built
- Clock-pin slew on the worst setup and hold paths: about 0.080 ns
- Slowest stage cell on the critical path: sky130_fd_sc_hd__clkdlybuf4s50_1
- Top-level I/O count: between 100 and 150
* Flip-flop and latch count after synthesis: between 40 and 50
- FFs w/ async S/R, synth: 0%
- Per the detail_route report, the via count comes to ~2.2k.
==> layout by cell type (no fill, tap or decap), drive strengths merged, types with 6 or more instances in the layout <==
| cell | netlist | final |
|---|---|---|
| nand2 | 18 | 18 |
| o21ai | 26 | 26 |
| edfxtp | 38 | 38 |
| xor2 | 30 | 30 |
| nand4 | 6 | 6 |
| xnor2 | 17 | 17 |
| nand3 | 15 | 15 |
| nor4 | 7 | 7 |
| nor2 | 12 | 12 |
| a22oi | 21 | 21 |
| conb | 2 | 12 |
| clkdlybuf4s50 | 0 | 89 |
==> worst paths after layout <==
path                            start                        to  slack (ns)  cells after the start
max                             Reset     FL_ADDR[17]$_DFFE_PP_        2.95                      7
max reg2reg  current_state[3]$_DFF_P_     FL_ADDR[17]$_DFFE_PP_        4.04                      4
min reg2reg  current_state[0]$_DFF_P_  current_state[0]$_DFF_P_        0.49                      2
min          current_state[0]$_DFF_P_  current_state[0]$_DFF_P_        0.49                      2
==> cell type report <==
cell class              count  area [sq um]  share of cell area [%]
flip-flops and latches     42          1220                    33.4
multi-input cells         194          1320                    36.2
clock buffers               5          68.8                    1.88
clock inverters             3          21.3                   0.582
inverters                   6          27.5                   0.753
repair buffers             91           906                    24.8
well taps                  70          87.6                    2.40
==> where the power goes <==
group	internal (uW)	switching, uW
clock network	80.4	101
registers	332	20.6
logic	78.1	39.1
total	491	161
==> state kept, by name, indices dropped and copies added, names as in the netlist <==
register / cells
counter: 6
current_state: 4
FL_ADDR: 23
Audio_Data: 8
data_over_flag: 1
==> stage by stage <==
stage	cells	util, %	instance area [sq um]	setup WS [ns]
after floorplan	263	-	2710	3.37
after global placement	403	69.4	3560	2.62
after detailed placement	403	69.4	3560	2.64
after CTS	411	71.1	3650	2.92
after global routing	411	71.1	3650	2.85
final	411	71.1	3650	2.95
==> cell families (layout without fill, tap and decap cells) <==
kind of cell	after synthesis	in the layout	synth area share [%]
simple gates	73	73	15.6
buf+inv	27	105	6.23
compound gates	56	56	14.1
xor+xnor	47	47	15.4
mux	3	3	1.27
other cells	2	12	0.281
flops	42	42	45.8
fa+ha+maj	3	3	1.41
==> worst max-delay path, delay by kind of cell <==
kind	cells	cell delay (ns)
compound gates	4	1.21
buf+inv	2	0.66
simple gates	1	0.10
==> per-layer routing <==
layer | vias up | global-route usage (%) | wire length [um]
met4 | 0 | 1.89 | 61
met2 | 84 | 34.9 | 2810
met3 | 6 | 4.21 | 467
met5 | - | 0 | 0
met1 | 1021 | 40.1 | 2950
li1 | 1082 | - | -
Power and IR drop assume default switching activity.
