$ cat ./design.v
module ISDU (  input logic frame_clk,Clk,Reset,left,attack,thump,
					input [7:0]   keycode,keycode_2,
				   output logic [7:0]  state,
					output logic [10:0] me_state_out,
					output fly
				);
   logic[15:0] key;
	assign me_state_out=State;
	assign key={keycode_2,keycode};
	enum logic [10:0] { 
						start1_1, 
						start1_2, 
						start2_1, 
						start2_2, 
						start3_1, 
						start3_2, 
						attack_11_1, 
						attack_11_2, 
						attack_12_1, 
						attack_12_2, 
                  attack_12_3, 
						attack_21_1, 
						attack_21_2, 
						attack_22_1, 
                  attack_22_2, 
						attack_23_1, 
						attack_23_2, 
                  attack_23_3 
						}  State, Next_state;    
	logic set_zero;
	logic[5:0] counter,inner_counter;
   always_ff @ (posedge frame_clk) 
	begin
	counter<=inner_counter;
	if(set_zero)
		counter<=6'b0;
	end 
	always_comb
	begin
		inner_counter=counter+1;
	end
	always_ff @ (posedge Clk)
	begin
		if (Reset) 
			State <= start1_1;
		else 
			State <= Next_state;
	end
	always_ff @ (posedge frame_clk)
	begin 
		set_zero=1'b0;
        state=8'h01;
		  fly=1'b0;
		Next_state = State;
		unique case (State)
			start1_1:
            begin
            if(attack==1'b1)
                Next_state=attack_11_1;
            else
                Next_state=start1_2;
            end
         start1_2:
				begin
            if(attack==1'b1)
                Next_state=attack_11_1;
            else if(counter==6'd30)
                Next_state=start2_1;
				end
			start2_1:
            begin
				if(attack==1'b1)
					 Next_state=attack_11_1;
				else
					Next_state=start2_2;
            end
			start2_2:
				begin
				if(attack==1'b1)
					 Next_state=attack_11_1;
				else if(counter==6'd30)
					 Next_state=start3_1;
				end
			start3_1:
			   Next_state=start3_2;
			start3_2:
			   Next_state=start1_1;
		  	attack_11_1:
				begin
				Next_state=attack_11_2;
				set_zero=1'b1;
				end
			attack_11_2:
				begin
				if(counter==6'd10)
					Next_state=attack_12_1;
				end
			attack_12_1:
				begin
				Next_state=attack_12_2;
				set_zero=1'b1;
				end
			attack_12_2:
				begin
				if(counter==6'd10)
					Next_state=attack_12_3;
				end
			attack_12_3:
			begin
				if(key===16'h0d)
					Next_state=attack_21_1;
				else
					Next_state=start1_1;
			end
			attack_21_1:
				Next_state=attack_21_2;
			attack_21_2:
				begin
				if(counter==6'd10)
					Next_state=attack_22_1;
				end
			attack_22_1:
				Next_state=attack_22_2;
			attack_22_2:
			begin
			if(counter==6'd10)
				Next_state=attack_23_1;
			end
			attack_23_1:
				Next_state=attack_23_2;
			attack_23_2: 
				begin
				if(counter==6'd20)
					Next_state=attack_23_3;
				end
			attack_23_3: 
			begin
			if(key===16'h0d)
				Next_state=attack_11_1;
		   else
				Next_state=start1_1;
			end
			default : ;
		endcase
		case (State)
			start1_1 :
					begin
					state=8'h01;
               set_zero=1'b1;
					end
			start1_2 : 
					state=8'h01;
			start2_1:
					begin
					state=8'h02;
               set_zero=1'b1;
					end
			start2_2 : 
					state=8'h02;
			start3_1 : 
					begin
					state=8'h03;
               set_zero=1'b1;
					end
			start3_2 : 
					state=8'h03;
			attack_11_1:
			begin
					state=8'h05;
					set_zero=1'b1;
			end
			attack_11_2:
					state=8'h05;
			attack_12_1:
			begin
					state=8'h06;
					set_zero=1'b1;
			end
			attack_12_2:
					state=8'h06;
            attack_12_3:
					state=8'h06;
			attack_21_1:
			begin
					state=8'h07;
					set_zero=1'b1;
			end
			attack_21_2:
					state=8'h07;
			attack_22_1:
			begin
					state=8'h08;
					set_zero=1'b1;
			end
         attack_22_2:
			begin
					state=8'h08;
			end
			attack_23_1:
			begin
					state=8'h09;
					set_zero=1'b1;
			end	
			attack_23_2:
			begin
					state=8'h09;
					fly=1'b1;
			end
			attack_23_3:
			begin
				   state=8'h09;
			end
			default : ;
		endcase
	end 
endmodule
$ cat ./run.sh
#!/bin/bash
# OpenROAD 26Q1-2900-gdf79404cd8, Yosys 0.63+post, stock flow scripts
make -C /OpenROAD-flow-scripts/flow DESIGN_CONFIG=/design/flow/config.mk WORK_HOME=/design/flow/orfs finish
$ cat ./config.mk
export PLATFORM = sky130hd
export DESIGN_NAME = ISDU
export DESIGN_NICKNAME = ISDU
export VERILOG_FILES = /design/flow/design.v
export SDC_FILE = /design/flow/constraint.sdc
export NUM_CORES = 4
export LEC_CHECK = 1
export CORE_UTILIZATION = 30
$ cat ./constraint.sdc
current_design ISDU

set clk_period 1.0
set clk_io_pct 0.2

create_clock -name clk0 -period $clk_period [get_ports {Clk}]
create_clock -name clk1 -period $clk_period [get_ports {frame_clk}]

set non_clock_inputs [all_inputs -no_clocks]
set_input_delay [expr $clk_period * $clk_io_pct] -clock clk0 $non_clock_inputs
set_output_delay [expr $clk_period * $clk_io_pct] -clock clk0 [all_outputs]
==> metrics.yaml <==
status: "finished with violations"
violations: "setup timing"
whs_path_depth: 1
synth_cells: 171
grt_pass1_vias: 1451
cts_tree: "yes"
die_w_um: 75.04
rsz0062_at_grt: "yes"
leakagePower_nw: 1.132
vias: 1572
dieArea_mm2: 0.005630
required_ns: 1.21
drtAntennaViolNets: 0
grtUsageMet1_pct: 26.08
syn-cell-area_mm2: 0.001600
grt_max_degree: 16
grt_use_met2_pct: 24.02
min_path_type: "reg -> reg"
antenna_found_initial: 0
grt_use_met3_pct: 4.071
fin_skew_ns: 0.004992
synth_seq_share_pct: 42.53
fp_util_pct: 31.33
io-pin-count: 42
wl_per_cell_um: 12.68
endpoint_kind: "register"
cts_sinks: 34
grt_pass1_wl_um: 6879
edf_count: 0
p_per_area_mw_per_mm2: 1354
std_cell_rows: 26
placedCellCount: 311
path_class: "reg -> reg"
n_antenna_cell: 0
drt_first_pass_iters: 5
port_buffers: 34
cts_hold_buf: 0
busiest_layer: "met1"
min_from: "State[8]"
layoutNonFillerInstCount: 336
synth-area-yosys_mm2: 0.001600
tool_warnings: 33
critPathArrivalTime_ns: 1.76
drt_iter0_markers: 169
cp_max_fo: 8
dp_hpwl_um: 2897
hold_end: "Next_state[8]"
syn2layout_area_growth_pct: 76.47
yosys_cells: 171
gp_congestion: 0.9026
path_clk_slew_ns: 0.08
dieHeight_um: 75.04
r2r_slack_ns: -0.55
vdd_drop_max_uv: 1076
avgViaCountPerCell: 4.679
drc: 0
avgSynthCellArea_um2: 9.358
crit_path_start: "State[7]"
flop_cell: "dfxtp_1"
reg2reg_depth: 5
finalHoldViolations: 0
routed_wl_um: 4260
setup_viol: 19
start_kind: "register"
grt-ovfl-total: 0
rr_startpoint: "State[7]"
setup_slack_ns: -0.5516
ys_async_sr_fraction_pct: 0
synth_cell_types: 50
core_area_mm2: 0.005107
ys_warn_count: 3
synth_flops: 34
reg2reg_to: "Next_state[2]"
drv_cap: 0
drive_gt1_share_pct: 50.00
p_total_mw: 3.824
drv_slew: 0
holdWs_ns: 0.4412
track_usage_pct: 16.56
what timing repair did:
action | in CTS | in global routing
pin swaps | 10 | 4
setup endpoints to repair | 30 | 30
buffers inserted | 17 | 5
gates resized | 79 | 40
state kept, by name, indices dropped and copies added, names as in the netlist:
| signal | flops |
|---|---|
| Next_state | 11 |
| State | 11 |
| counter | 6 |
| state | 4 |
| fly | 1 |
| set_zero | 1 |
how the worst max path moves through the flow:
stage / to / slack [ns] / depth (start not counted)
6_report: Next_state[2] / -0.55 / 5
5_1_grt: Next_state[1] / -0.68 / 6
4_1_cts: Next_state[2] / -0.49 / 5
metrics by stage:
stage	instance area (um2)	TNS, ns	setup WS, ns	utilization, %
6_report	2824	-5.165	-0.5516	55.29
5_1_grt	2824	-6.505	-0.6770	55.29
4_1_cts	2723	-5.613	-0.4928	53.31
3_5_place_dp	2346	-7.392	-0.8114	45.93
3_3_place_gp	2346	-7.342	-0.7777	45.93
2_1_floorplan	1647	-1.983	-0.4485	-
synth_stat cells (all sizes together), types with 3 or more instances:
cell	count	area, um2
a211oi	3	22.52
a21oi	7	35.03
buf	11	95.08
clkbuf	8	33.79
dfxtp	34	680.7
ha	3	37.54
inv	5	18.76
nand2	5	21.27
nand3	8	40.04
nand4	5	37.53
nor2	16	60.06
nor2b	13	81.33
nor3	6	46.30
nor4	3	33.78
nor4b	5	71.32
o21ai	8	40.04
o31ai	3	27.52
or3	3	18.77
kinds of logic (layout without fill, tap and decap cells):
logic type / count (synthesis) / in the layout / synth area share, %
and+or+nand+nor: 70 / 70 / 28.70
AOI/OAI and AO/OA: 35 / 35 / 14.78
DFF: 34 / 34 / 42.53
buffers and inverters: 24 / 116 / 9.225
xor gates and xnor gates: 4 / 4 / 2.190
adders and majority gates: 3 / 3 / 2.346
other: 1 / 4 / 0.2343
layout make-up:
class                      instances  area [um2]
clock buffer                       8       90.09
fill                             415        2283
inverter                           5       18.77
multi-input combinational        116       968.4
sequential                        34       724.4
tap                               70       87.58
timing repair buffer             103       934.6
power by group:
group          switching [mW]  leakage (nW)  internal [mW]  total [mW]
Combinational           0.500         0.800          0.698        1.20
Sequential              0.113         0.287           1.49        1.60
Clock                   0.457        0.0455          0.564        1.02
Total                    1.07          1.13           2.75        3.82
per-layer routing:
metal / share of wire (%) / routed length, um / vias up
li1: - / - / 787
met1: 49 / 2073 / 735
met2: 45 / 1912 / 46
met3: 6.0 / 254 / 4
met4: 0.45 / 19 / 0
met5: 0 / 0 / -
cells in the final DEF (no fill, tap or decap), types with 3 or more instances in the layout:
master and n:
a21oi_1 7, buf_4 47, buf_6 25, clkbuf_2 4
clkbuf_8 6, clkdlybuf4s15_1 5, clkdlybuf4s50_1 19, conb_1 4
dfxtp_1 19, dfxtp_2 5, dfxtp_4 10, ha_4 3
inv_2 3, nand2_1 3, nand3_1 4, nand4_1 4
nor2_1 15, nor2b_1 13, nor3_4 4, o21ai_0 5
or3_1 3
critical path, stage by stage, from the launching register on:
cell,delay [ns]
dfxtp_4,0.34
nor4_4,0.38
nand2_2,0.16
buf_4,0.20
o32ai_1,0.26
o41a_1,0.17
Power and IR drop assume default switching activity.
