==> flow/config.mk <==
export PLATFORM = sky130hd
export DESIGN_NAME = enemy
export DESIGN_NICKNAME = enemy
export VERILOG_FILES = /design/flow/design.v
export SDC_FILE = /design/flow/constraint.sdc
export NUM_CORES = 4
export LEC_CHECK = 1
export CORE_UTILIZATION = 50
==> flow/constraint.sdc <==
current_design enemy

set clk_period 22.7
set clk_io_pct 0.2

create_clock -name clk0 -period $clk_period [get_ports {Clk}]
create_clock -name clk1 -period $clk_period [get_ports {frame_clk}]

set non_clock_inputs [all_inputs -no_clocks]
set_input_delay [expr $clk_period * $clk_io_pct] -clock clk0 $non_clock_inputs
set_output_delay [expr $clk_period * $clk_io_pct] -clock clk0 [all_outputs]
==> flow/design.v <==
module enemy ( input         Clk,                 
                             Reset,               
                             frame_clk,           
               input [9:0]   DrawX, DrawY,        
               input [10:0]  Screen_X_Min,
					input [10:0]  S_X_Pos, S_Y_Pos,
					input [10:0]  Ball_X_Pos, Ball_Y_Pos,
					input attack,fly,left,
					output logic  is_enemy,enemy_left,beida,is_en_blood_bar,en_dead,
					output logic[15:0]  relative_address,					 
               output logic[1:0] en_move,
					output logic[3:0] curr_state1
				  );
    parameter [10:0] Screen_X_Center = 11'd320;   
    parameter [10:0] Screen_Y_Center = 11'd240;   
    logic [10:0] Map_width=11'd1000;
	 logic [10:0] Map_X_Min=11'd0000;
	 logic [10:0] Screen_X_Max;   
    parameter [10:0] Screen_Y_Min = 11'd170;        
    parameter [10:0] Screen_Y_Max = 11'd479;      
    parameter [10:0] En_X_Step = 11'd2;       
    parameter [10:0] En_Y_Step = 11'd2;       
    parameter [10:0] En_X_Size = 11'd30;         
    parameter [10:0] En_Y_Size = 11'd46;         
    parameter [10:0] zero=11'd0;
	 logic beida_t,enemy_left_in,set_zero;
	 logic[9:0] inner_counter,counter;
    logic [10:0] En_X_Pos, En_Y_Pos, En_Y_Motion;
    logic [10:0] En_X_Pos_in, En_X_Motion, En_X_Motion_in, En_Y_Pos_in, En_Y_Motion_in;
	 logic back;
	 int DX, DY;
    assign DX = Ball_X_Pos-En_X_Pos;
    assign DY = Ball_Y_Pos-En_Y_Pos;
	 assign Screen_X_Max = Screen_X_Min+11'd639;
	 assign beida_t=(attack && (DX*DX)<((32+50)*(32+50)) && (DY*DY)<((47+50)*(47+50)));
	 assign curr_state1=curr_state;
	 assign en_dead=1'b0;
	 enum logic [3:0] {NORMAL_11,NORMAL_12,NORMAL_21,NORMAL_22,NORMAL_31,NORMAL_32,BEIDA,BACK} curr_state, next_state;
	always_ff @ (posedge Clk)
	begin 
	if(Reset)
	begin
		curr_state<=NORMAL_11;
		enemy_left<=1'b0;
	end
	else
	begin
	curr_state<=next_state;
	enemy_left<=enemy_left_in;
	end
	end 
	always_ff @ (posedge frame_clk) 
	begin
	counter<=inner_counter;
	end 
	always_ff @ (posedge frame_clk)
	begin
	 beida=1'b0;
	 inner_counter=counter+10'd1;
	 set_zero=1'b0;
	 back=1'b0;
	 next_state=curr_state;
	 enemy_left_in=~(En_X_Motion_in==En_X_Step);
	 en_move=2'b11;
	 case(curr_state)
     NORMAL_11:
                begin
					 set_zero=1'b1;
					 next_state=NORMAL_12;
					 if(beida_t)
					 begin
						next_state=BEIDA;
					 end
                end
	  NORMAL_12:
                begin
					 if(counter==10'd10)
						next_state=NORMAL_21;
					 if(beida_t)
					 begin
						set_zero=1'b1;
						next_state=BEIDA;
					 end
                end
	  NORMAL_21:
                begin
					 set_zero=1'b1;
					 next_state=NORMAL_22;
					 if(beida_t)
					 begin
						next_state=BEIDA;
					 end
                end
	  NORMAL_22:
                begin
					 if(counter==10'd10)
						next_state=NORMAL_31;
					 if(beida_t)
					 begin
						set_zero=1'b1;
						next_state=BEIDA;
					 end
                end
	  NORMAL_31:
                begin
					 set_zero=1'b1;
					 next_state=NORMAL_32;
					 if(beida_t)
					 begin
						next_state=BEIDA;
					 end
                end
	  NORMAL_32:
                begin
					 if(counter==10'd10)
						next_state=NORMAL_11;
					 if(beida_t)
					 begin
						set_zero=1'b1;
						next_state=BEIDA;
					 end
                end
	  BEIDA:
                begin
					 if(fly)
					 begin
						next_state=BACK;
						set_zero=1'b1;
					 end
					 else if(counter==10'd25)
					 begin
						next_state=NORMAL_11;
						set_zero=1'b1;
					 end
                end
		BACK:
					begin
						next_state=NORMAL_11;
					end
	endcase
	case (curr_state)
	  NORMAL_11:
                en_move=2'b00;
     NORMAL_12:
                en_move=2'b00;
     NORMAL_21:
                en_move=2'b01;
     NORMAL_22:
                en_move=2'b01;
     NORMAL_31:
                en_move=2'b10;
     NORMAL_32:
                en_move=2'b10;
	  BEIDA:
					 beida=1'b1;
	  BACK:
					 begin
					 back=1'b1;
					 beida=1'b1;
					 end
	endcase 
end
    logic frame_clk_delayed, frame_clk_rising_edge;
    always_ff @ (posedge Clk) begin
        frame_clk_delayed <= frame_clk;
        frame_clk_rising_edge <= (frame_clk == 1'b1) && (frame_clk_delayed == 1'b0);
    end
    always_ff @ (posedge Clk)
    begin
        if (Reset)
        begin
            En_X_Pos <= S_X_Pos;
            En_Y_Pos <= S_Y_Pos;
            En_X_Motion <= En_X_Step;
            En_Y_Motion <= En_Y_Step;
        end
        else
        begin
            En_X_Pos <= En_X_Pos_in;
            En_Y_Pos <= En_Y_Pos_in;
            En_X_Motion <= En_X_Motion_in;
            En_Y_Motion <= En_Y_Motion_in;
        end
    end
    always_comb
    begin
        En_X_Pos_in = En_X_Pos;
        En_Y_Pos_in = En_Y_Pos;
        En_X_Motion_in = En_X_Motion;
        En_Y_Motion_in = En_Y_Motion;
        if (frame_clk_rising_edge)
        begin
				if( En_Y_Pos + En_Y_Size >= Screen_Y_Max)   
				begin
                En_Y_Motion_in = (~(En_Y_Step) + 1'b1);   
				end
            else if ( En_Y_Pos <= Screen_Y_Min + En_Y_Size)   
				begin
                En_Y_Motion_in = En_Y_Step;
				end
            else if( En_X_Pos + En_X_Size >= Map_width)   
				begin
                En_X_Motion_in = (~(En_X_Step) + 1'b1); 
				end
            else if ( En_X_Pos <= Map_X_Min +  En_X_Size)  
				begin
                En_X_Motion_in = En_X_Step;
				end
				if(~beida)
				begin
				En_X_Pos_in = En_X_Pos + En_X_Motion;
				En_Y_Pos_in = En_Y_Pos + En_Y_Motion;
				end
				else if(back)
				begin
					if(~left)
					begin
						En_X_Pos_in = En_X_Pos +11'd7;
					end
					else
					begin
						En_X_Pos_in = En_X_Pos +~(11'd7)+11'd1;
					end
				end
        end
    end
    int DistX, DistY;
    assign DistX = DrawX+Screen_X_Min - En_X_Pos;
    assign DistY = DrawY - En_Y_Pos;
    always_comb
	 begin
	 is_en_blood_bar=1'b0;
	 if(DistY+60>=0 && DistY+50<=0 && DistX+25<=50 && DistX+25>=0)
			is_en_blood_bar=1'b1 & ~(en_dead);
	  if ( DistX*DistX < 900 &&  DistY*DistY < 2116  ) 
			is_enemy = 1'b1 && (~en_dead);
	  else
			is_enemy = 1'b0;
	  relative_address=16'hffff;
	  if(is_enemy)
		  begin
		  relative_address=(Screen_X_Min+DrawX+En_X_Size-En_X_Pos)+ (DrawY+En_Y_Size- En_Y_Pos)*(En_X_Size*2);
		  if(enemy_left)
		  relative_address=(En_X_Pos+En_X_Size-Screen_X_Min-DrawX)+ (DrawY+En_Y_Size- En_Y_Pos)*(En_X_Size*2);
		  end
	 end
endmodule
==> flow/run.sh <==
#!/bin/bash
# OpenROAD 26Q1-2900-gdf79404cd8, Yosys 0.63+post, stock flow scripts
make -C /OpenROAD-flow-scripts/flow DESIGN_CONFIG=/design/flow/config.mk WORK_HOME=/design/flow/orfs finish
==> flow_summary.ini <==
; physical design summary
[floorplanning]
die_w_um = 252
core_um2 = 61700
io_pins = 108
die_h_um = 252
dieArea_um2 = 63400
initCoreUtil = 0.506
num_rows = 91

[global_routing]
grt_pass1_wl_um = 118000
grt_max_degree = 58
grt_overflow = 0
grt_pass1_vias = 24000
antenna_found_initial = 2
grt_usage = 0.249

[placed_design]
placed_area_um2 = 33300
io_buffers = 105
gp_congestion = 0.945
pre_cts_ws_ns = 3.17
dpl.hpwl_um = 61700

[routing]
ant_nets = 0
diodes = 0
dr.pass1.iters = 5
num_vias = 22900
post_drt_wl_per_cell_um = 15.4
drt_iter0_drc = 925
drc_errors = 0
viasPerCell = 5.05
finalWirelength_um = 69800

[cells_and_area]
combGateArea_um2 = 25900
fillers = 5742
final_area_um2 = 33700
flop_area_um2 = 1620
area_growth_pct = 8.08
drive_gt1_frac = 0.0257
utilization = 0.546

[critical_path]
cp.arrival_ns = 14.87
critPathRequiredTime_ns = 18.16
critPathMaxStageDelay_ns = 0.92
crit_type = in2out
crit_fanout = 19
slowest_stage = fa_1
endpoint_kind = primary output
start_kind = primary input
worst_path_most_repeated_cell = fa_1

[synth]
yosys.cell_types.count = 89
ys_cells = 3601
ys_area_um2 = 31200
synth-seq-cells = 70
synthesis.area_um2 = 31200
syn_inst = 3601
synth_top_flop_cell = dfxtp_1
edf_count = 22
syn_area_per_cell_um2 = 8.66
ys_seq_share = 0.0520
yosys_warnings = 1
synthArstFlopShare = 0

[timing]
setup_ws_ns = 3.29
hold_viol_final = 1
rsz0062_at_grt = no
worst_pin_slew_ns = 0.804
maxSlewViolCount = 0
hold_slack_ns = -0.0451
tns_ns = 0
finClkSkew_ns = 0.00754
slew_headroom = 0.460
setup_violations = 0

[job]
warnings = 76
max-cap-violations = 0

[clock_network]
cts_hold_buffers = 0
cts_resized = 0
path_clk_slew_ns = 0.07
cts_tree = built
postCtsSetupBuffers = 0

[status]
violations = hold timing
run_status = complete, but fails checks

[worst_hold_path]
worstHoldPathType = clk2reg
-- sequential cells by signal (all words and copies together) (netlist names) --
signal	cells
En_X_Motion	11
En_X_Pos	11
En_Y_Pos	11
counter	10
inner_counter	10
curr_state	4
next_state	4
en_move	2
En_Y_Motion	1
back	1
beida	1
enemy_left	1
enemy_left_in	1
frame_clk_delayed	1
frame_clk_rising_edge	1
-- Yosys cell counts, types with 41 or more instances --
master    count  share of area
inv_1       902           0.11
dfxtp_1      48          0.031
a21oi_1     149          0.024
o21ai_0     120          0.019
fa_1        571           0.37
nand2b_1     41         0.0082
nand2_1     280          0.034
a21o_1       47          0.011
ha_1        417           0.17
nor3_1       56         0.0090
xor2_1       57          0.016
clkbuf_1     55         0.0066
nor2_1      239          0.029
xnor2_1     144          0.040
-- critical path, delay by kind of cell --
| family | cells | cell delay (ns) |
|---|---|---|
| AND-OR/OR-AND | 12 | 2.98 |
| adder cells (fa/ha/maj) | 9 | 4.58 |
| buffers and inverters | 8 | 1.91 |
| AND/OR/NAND/NOR | 5 | 0.85 |
-- cells by family after synthesis --
| group | share of synthesized area |
|---|---|
| adder cells (fa/ha/maj) | 0.534 |
| buffers and inverters | 0.118 |
| AND/OR/NAND/NOR | 0.118 |
| AND-OR/OR-AND | 0.112 |
| XOR/XNOR | 0.0585 |
| flip-flops | 0.0520 |
| multiplexers | 0.00762 |
| other | 0.000120 |
-- routing by layer --
layer,up-vias,wire (um),global-route usage
li1,11500,-,-
met1,10900,31600,0.375
met2,470,31900,0.382
met3,46,5360,0.0835
met4,4,1010,0.0291
met5,-,25,0
-- cells in the final DEF, fill, tap and decap left out, types with 57 or more instances in the layout --
master / n
nor2_1: 239
inv_1: 902
fa_1: 571
a21oi_1: 149
nand2_1: 280
clkdlybuf4s50_1: 104
xor2_1: 57
xnor2_1: 144
o21ai_0: 120
ha_1: 417
-- final cells by class --
cell class                      instances  share of cell area
Inverter                              920               0.102
Timing Repair Buffer                  137              0.0381
Multi-Input combinational cell       2551               0.768
Clock buffer                           17              0.0110
Tap cell                              837              0.0311
Sequential cell                        70              0.0481
Clock inverter                          4             0.00141
-- per-stage QoR --
| step | instances | hold slack, ns |
|---|---|---|
| CTS | 4536 | -0.0470 |
| global placement | 4515 | 0.0277 |
| detailed placement | 4515 | 0.0277 |
| global route | 4536 | -0.0406 |
| floorplan | 3601 | 0.0277 |
| finish | 4536 | -0.0451 |
-- worst paths after layout --
path,start,endpoint,slack [ns],cells after the start
min in group clk1,inner_counter[9],counter[9],0.32,0
hold / removal,frame_clk,frame_clk_delayed,-0.05,2
setup / recovery,Screen_X_Min[1],relative_address[4],3.29,34
hold reg to reg,inner_counter[9],counter[9],0.32,0
setup reg to reg,En_X_Pos[1],next_state[1],13.46,34
max in group clk1,Ball_X_Pos[0],next_state[1],9.43,37
